--- flow/design.v ---
module bin_7segment(
    input           clk,   
    input   [15:0]  in,    
    output  [6:0]   seg,   
    output  [3:0]   an,    
    output          dp     
    );
parameter SIZE = 2;
parameter [SIZE-1:0]    ONE     = 2'b00,
                        TWO     = 2'b01,
                        THREE   = 2'b10,
                        FOUR    = 2'b11;
reg [SIZE-1:0] state=ONE, next=TWO;
reg [6:0] r_nibble = 'b0 ;
reg [3:0] r_an = 'b0 ;
always @(posedge clk ) begin
    state <= next;
end
always@(posedge clk)begin
  case(state)
    ONE : begin 
        next <= TWO; 
		r_an <= 4'b0001;
        case (in[3:0]) 
			4'h0 : r_nibble <= 7'b0111111;
			4'h1 : r_nibble <= 7'b0000110;
			4'h2 : r_nibble <= 7'b1011011;
			4'h3 : r_nibble <= 7'b1001111;
			4'h4 : r_nibble <= 7'b1100110;
			4'h5 : r_nibble <= 7'b1101101;
			4'h6 : r_nibble <= 7'b1111101;
			4'h7 : r_nibble <= 7'b0000111;
			4'h8 : r_nibble <= 7'b1111111;
			4'h9 : r_nibble <= 7'b1101111;
			4'ha : r_nibble <= 7'b1110111;
			4'hb : r_nibble <= 7'b1111100;
			4'hc : r_nibble <= 7'b0111001;
			4'hd : r_nibble <= 7'b1011110;
			4'he : r_nibble <= 7'b1111001;
			4'hf : r_nibble <= 7'b1110001;
		endcase
    end
    TWO : begin
        next <= THREE;
		r_an <= 4'b0010;
        case (in[7:4]) 
			4'h0 : r_nibble <= 7'b0111111;
			4'h1 : r_nibble <= 7'b0000110;
			4'h2 : r_nibble <= 7'b1011011;
			4'h3 : r_nibble <= 7'b1001111;
			4'h4 : r_nibble <= 7'b1100110;
			4'h5 : r_nibble <= 7'b1101101;
			4'h6 : r_nibble <= 7'b1111101;
			4'h7 : r_nibble <= 7'b0000111;
			4'h8 : r_nibble <= 7'b1111111;
			4'h9 : r_nibble <= 7'b1101111;
			4'ha : r_nibble <= 7'b1110111;
			4'hb : r_nibble <= 7'b1111100;
			4'hc : r_nibble <= 7'b0111001;
			4'hd : r_nibble <= 7'b1011110;
			4'he : r_nibble <= 7'b1111001;
			4'hf : r_nibble <= 7'b1110001;
		endcase
    end
    THREE : begin 
        next <= FOUR;
		r_an <= 4'b0100;
        case (in[11:8]) 
			4'h0 : r_nibble <= 7'b0111111;
			4'h1 : r_nibble <= 7'b0000110;
			4'h2 : r_nibble <= 7'b1011011;
			4'h3 : r_nibble <= 7'b1001111;
			4'h4 : r_nibble <= 7'b1100110;
			4'h5 : r_nibble <= 7'b1101101;
			4'h6 : r_nibble <= 7'b1111101;
			4'h7 : r_nibble <= 7'b0000111;
			4'h8 : r_nibble <= 7'b1111111;
			4'h9 : r_nibble <= 7'b1101111;
			4'ha : r_nibble <= 7'b1110111;
			4'hb : r_nibble <= 7'b1111100;
			4'hc : r_nibble <= 7'b0111001;
			4'hd : r_nibble <= 7'b1011110;
			4'he : r_nibble <= 7'b1111001;
			4'hf : r_nibble <= 7'b1110001;
		endcase
    end
    FOUR : begin 
        next <= ONE;
		r_an <= 4'b1000;
        case (in[15:12]) 
			4'h0 : r_nibble <= 7'b0111111;
			4'h1 : r_nibble <= 7'b0000110;
			4'h2 : r_nibble <= 7'b1011011;
			4'h3 : r_nibble <= 7'b1001111;
			4'h4 : r_nibble <= 7'b1100110;
			4'h5 : r_nibble <= 7'b1101101;
			4'h6 : r_nibble <= 7'b1111101;
			4'h7 : r_nibble <= 7'b0000111;
			4'h8 : r_nibble <= 7'b1111111;
			4'h9 : r_nibble <= 7'b1101111;
			4'ha : r_nibble <= 7'b1110111;
			4'hb : r_nibble <= 7'b1111100;
			4'hc : r_nibble <= 7'b0111001;
			4'hd : r_nibble <= 7'b1011110;
			4'he : r_nibble <= 7'b1111001;
			4'hf : r_nibble <= 7'b1110001;
		endcase
    end
  endcase
end
  assign seg = ~r_nibble;	 
  assign dp = 1'b1;          
  assign an = ~r_an;		 
endmodule
module clock_divider #(
    parameter DIVIDER =2,
    parameter WIDTH =2
) (
    input clk,
    output clk_out);
reg state=1'b0, next_state=1'b1;
reg [WIDTH-1:0] counter = DIVIDER-1 ; 
always@(posedge clk)begin
    state <= next_state;
    if ( counter == 0) begin
        next_state <= ~next_state;
        counter <= DIVIDER-1;
    end
    else if (counter >= 0 )
        counter <= counter - 1;
end
assign clk_out = state;
endmodule
module counter  (
    input               clk,
    input               reset,
    input               enable,
    input               direction,
    input       [3:0]   max,
    output      [15:0]  counter);
always@(posedge clk) begin
    if (reset == 'b1) begin
            r_counter <= 'b0;
        end
    else begin
        if(enable)begin
                if (r_adder >= max )begin
                    r_adder <= 0;
                    if (direction) begin
                        r_counter <= r_counter - 1;
                    end
                    else begin
                        r_counter <= r_counter + 1;
                    end
                end 
                else begin
                    r_adder <= r_adder + 1;                    
                end
            end
        end
end
reg     [15:0]       r_adder = 'b0;
reg     [15:0]       r_counter = 'b0;
assign counter = r_counter;
endmodule
module debounce_switch(
    input clk,
    input i_switch,
    output o_switch);
    parameter c_debounce_limit=1_000_000; 
reg r_state=1'b0;
reg [19:0] r_count = 0;
    always@(posedge clk)begin
        if (i_switch != r_state && r_count < c_debounce_limit)
            r_count <= r_count +1;  
        else if (r_count == c_debounce_limit)begin
            r_count <=0;
            r_state <= i_switch;
        end
        else
            r_count<=0;
    end
assign o_switch=r_state;
endmodule
module flip_flop (   
    input start,
    output out);
reg r_out = 1'b0;
always@(posedge start) begin
    r_out <= ~r_out;
end
assign out = r_out;
endmodule
module sr_latch(
        input wire clk, up, down,
        output wire out
    );
reg r_out = 1'b0;
always@(posedge clk) begin
    case ({up,down})
        2'b01 :  r_out <= 0;
        2'b10 :  r_out <= 1;
        default : r_out <= r_out;
    endcase
end
assign out = r_out;
endmodule
module top (
    input           clk,
    output  [15:0]   led,
    output  [6:0]   seg, 
    output  [3:0]   an, 
    output          dp,  
    input   [3:0]   sw,
    input           btnC,      
    input           btnU,      
    input           btnD,      
    input           btnL       
    );
wire    clk16Hz, clk1kHz, 
        w_reset, w_up, 
        w_down, w_direction, 
        w_start, w_enable;  
wire    [15:0]  w_counter;
assign led = w_counter;
counter counter(
    .clk(clk16Hz),
    .reset(w_reset),
    .direction(w_direction),
    .enable(w_enable),
    .max(sw),
    .counter(w_counter)
);
clock_divider #(
    .DIVIDER(50_000),   
    .WIDTH(24)
) clock_1kHz_gen (
    .clk(clk),
    .clk_out(clk1kHz)
);
clock_divider #(
    .DIVIDER(3_125_000),   
    .WIDTH(24)
) clock_16Hz_gen (
    .clk(clk),
    .clk_out(clk16Hz)
);
debounce_switch debounce_switch_reset(
    .clk(clk),
    .i_switch(btnC),
    .o_switch(w_reset)
);
debounce_switch debounce_up(
    .clk(clk),
    .i_switch(btnU),
    .o_switch(w_up)
);
debounce_switch debounce_down(
    .clk(clk),
    .i_switch(btnD),
    .o_switch(w_down)
);
debounce_switch debounce_start(
    .clk(clk),
    .i_switch(btnL),
    .o_switch(w_start)
);
sr_latch up_down_latch(
    .clk(clk),
    .up(~w_up),
    .down(~w_down),
    .out(w_direction)
);
flip_flop start_stop_flipflop(
    .start(w_start),
    .out(w_enable)
);
bin_7segment bin_7segment(
    .clk(clk1kHz),   
    .in(w_counter),  
    .seg(seg),       
    .an(an),         
    .dp(dp)          
    );
endmodule
--- flow/run.sh ---
#!/bin/bash
# OpenROAD 26Q1-2900-gdf79404cd8, Yosys 0.63+post, stock flow scripts
make -C /OpenROAD-flow-scripts/flow DESIGN_CONFIG=/design/flow/config.mk WORK_HOME=/design/flow/orfs finish
--- flow/config.mk ---
export PLATFORM = sky130hd
export DESIGN_NAME = top
export DESIGN_NICKNAME = top
export VERILOG_FILES = /design/flow/design.v
export SDC_FILE = /design/flow/constraint.sdc
export NUM_CORES = 4
export LEC_CHECK = 1
export CORE_UTILIZATION = 40
--- flow/constraint.sdc ---
current_design top

set clk_period 5.7
set clk_io_pct 0.2

create_clock -name clk0 -period $clk_period [get_ports {clk}]

set non_clock_inputs [all_inputs -no_clocks]
set_input_delay [expr $clk_period * $clk_io_pct] -clock clk0 $non_clock_inputs
set_output_delay [expr $clk_period * $clk_io_pct] -clock clk0 [all_outputs]
==> results.toml <==
# flow metrics
[clocking]
clk_path_buf_depth = 2
cts_buffers = 17
htreeDepth = 4
clk_latency_ns = 0.41
holdBufCountCts = 0
cts_tree = "yes"
cts_root_buf = "clkbuf_16"
clkSlewWorstSetupHoldPaths_ns = 0.06
cts_setup_buffers = 0
cts_resized = 0

[pwr]
power_w = 0.00202
ir_drop_mv = 0.192
power_density_nw_per_um2 = 191
p_leak_nw = 4.03

[synth]
synth_area_sq_um = 9370
syn_area_per_cell_sq_um = 8.89
synth_cell_types = 71
synthCells = 1053
ys_async_sr_fraction = 0
flop_cell = "dfxtp_1"
synth-warning-count = 7
ys_area_sq_um = 9370
edf_count = 23
ys_cells = 1053
ys_seq_share = 0.420
ys_ff = 185

[worst_setup_path]
reg2reg_slack_ns = 2.90
critPathMaxFanout = 15
cp-end-kind = "register"
cp-endpoint = "clock_16Hz_gen.next_state"
cp.arrival_ns = 2.86
cp.required_ns = 5.76
regToRegEndpoint = "clock_16Hz_gen.next_state"
criticalPathCategory = "reg -> reg"
critical_path.startpoint_type = "register"
crit_start = "clock_16Hz_gen.counter[11]"
reg2reg_depth = 5
crit-reg2reg-launch = "clock_16Hz_gen.counter[11]"

[route]
antenna_cells = 0
via_count = 6902
wirelength_microns = 16600
dr.pass1.iters = 4
ant_nets = 0
drtIter0Drc = 274
viasPerCell = 4.88
wl_per_cell_microns = 11.8
drc_errors = 0

[floorplanning]
row_count = 55
coreArea_sq_um = 22800
chipArea_sq_um = 24000
die_w_microns = 155
num_io_pins = 37
dieHeight_microns = 155
fp_util = 0.411

[status]
outcome = "completed"

[sta]
final-setup-viol-count = 0
worst_slew_pin_slew_ns = 0.731
setup-tns-final_ns = 0
final.setup_skew_ns = 0.00884
rsz0062_at_grt = "no"
post-route-period-util = 0.491
drv_slew = 0
hold_violations = 0
unclocked_regs = 48
relSlewSlack = 0.513
max_freq_ghz = 0.357
untimed_endpoints = 80
layout_min_cycle_time_ns = 2.80

[place]
numPortBuffers = 35
place_hpwl_microns = 11900
dp.cells = 1383
gp_congestion = 0.859

[flow_run]
warning_count = 54
cap_violations = 0

[layout]
fill_cells = 2117
layout.cells.non_filler = 1415
drive_gt1_frac = 0.0463
final_core_util = 0.465
syn_to_final_growth_pct = 13.0

[global_routing]
antenna_found_initial = 0
grt_pass1_wl_microns = 29500
grt_max_degree = 33
grt_pass1_vias = 6389
overflow = 0
grtUsageTotal = 0.149

[min_path]
hp-class = "reg -> reg"
==> cells in the final DEF (no fill, tap or decap), types with 5 or more instances in the layout <==
cell	n
o21ai_1	5
nor2b_1	12
nor3_1	29
dfxtp_1	162
nand4_1	25
and3_1	10
mux2i_1	6
or3_1	9
a21o_1	10
clkdlybuf4s50_1	35
nor4_1	9
inv_1	59
a31oi_1	6
a21oi_1	34
buf_4	7
nor2_1	148
or4_1	6
o21ai_0	23
edfxtp_1	23
a22o_1	5
o211ai_1	13
o31ai_1	5
xnor2_1	50
clkbuf_16	17
nand3_1	37
nand2b_1	11
clkbuf_1	6
a211oi_1	6
conb_1	12
xor2_1	69
nand2_1	105
ha_1	60
nand3b_1	6
and4_1	8
==> metrics by stage <==
stage | hold WS [ns] | setup slack, ns | cell area (sq um)
6_report | 0.398 | 2.90 | 10600
3_3_place_gp | 0.382 | 3.00 | 10000
4_1_cts | 0.396 | 2.90 | 10600
3_5_place_dp | 0.381 | 2.91 | 10000
5_1_grt | 0.418 | 2.60 | 10600
2_1_floorplan | 0.348 | 3.67 | 9400
==> worst max-delay path, cell delays in order (launching register included) <==
cell	delay [ns]
dfxtp_1	0.33
nor4_1	0.51
nand3_1	0.24
nor4b_1	0.29
nand4b_1	0.55
inv_1	0.54
==> Yosys cell counts (4+ instances only) <==
cell,n,share of area
a211oi_1,6,0.0048
a21o_1,10,0.0080
a21oi_1,34,0.018
a22o_1,5,0.0047
a31oi_1,6,0.0040
a41oi_1,4,0.0037
and2_1,4,0.0027
and3_1,10,0.0067
and4_1,8,0.0075
buf_2,4,0.0021
clkbuf_1,29,0.012
dfxtp_1,162,0.35
edfxtp_1,23,0.074
ha_1,60,0.080
inv_1,59,0.024
mux2i_1,6,0.0064
nand2_1,105,0.042
nand2b_1,11,0.0073
nand3_1,37,0.020
nand3b_1,6,0.0048
nand4_1,25,0.017
nor2_1,148,0.059
nor2b_1,12,0.0080
nor3_1,29,0.015
nor4_1,9,0.0060
nor4b_1,4,0.0037
o211ai_1,13,0.010
o21a_1,4,0.0032
o21ai_0,26,0.014
o31ai_1,5,0.0040
or3_1,9,0.0060
or4_1,6,0.0048
xnor2_1,50,0.047
xor2_1,69,0.065
==> flip-flops by register name, indices dropped and copies added, names as in the netlist, 2 cells and up <==
name,flops
debounce_down.r_count,20
bin_7segment.next,2
bin_7segment.state,2
clock_1kHz_gen.counter,24
bin_7segment.r_an,4
clock_16Hz_gen.counter,24
debounce_start.r_count,20
counter.r_adder,16
debounce_up.r_count,20
bin_7segment.r_nibble,7
counter.r_counter,16
debounce_switch_reset.r_count,20
==> per-layer routing <==
layer | global-route usage | routed length, microns | vias up
li1 | - | - | 3693
met1 | 0.231 | 8700 | 3116
met2 | 0.236 | 7400 | 87
met3 | 0.0238 | 449 | 6
met4 | 0.0113 | 87 | 0
met5 | 0 | 0 | -
==> worst min path at each step <==
stage	start	to	depth (start not counted)
CTS	clock_1kHz_gen.next_state	clock_1kHz_gen.state	0
global route	clock_16Hz_gen.next_state	clock_16Hz_gen.state	0
finish	clock_1kHz_gen.counter[0]	clock_1kHz_gen.counter[0]	1
==> layout make-up <==
| cell class | count | area (sq um) | share of cell area |
|---|---|---|---|
| Clock buffer | 24 | 462 | 0.0436 |
| Multi-Input combinational cell | 784 | 5100 | 0.482 |
| Inverter | 59 | 221 | 0.0209 |
| Timing Repair Buffer | 42 | 403 | 0.0381 |
| Clock inverter | 8 | 72.6 | 0.00686 |
| Tap cell | 313 | 392 | 0.0370 |
| Sequential cell | 185 | 3930 | 0.372 |
==> cells by family after synthesis <==
kind of cell,Yosys count,synth area share
and+or+nand+nor,440,0.230
DFF,185,0.420
AOI/OAI and AO/OA,140,0.0999
xor gates and xnor gates,119,0.111
buffers and inverters,94,0.0394
adders and majority gates,61,0.0823
muxes,12,0.0164
other,2,0.000802
==> report_power, final <==
group / switching (W) / internal (W) / leakage (nW)
logic: 0.0000222 / 0.0000178 / 2.25
registers: 0.00000769 / 0.000974 / 1.52
clock network: 0.000388 / 0.000609 / 0.259
Power is estimated from default activity; no workload was simulated.
