<file path="config.mk">
export PLATFORM = sky130hd
export DESIGN_NAME = ps02
export DESIGN_NICKNAME = ps02
export VERILOG_FILES = /design/flow/design.v
export SDC_FILE = /design/flow/constraint.sdc
export NUM_CORES = 4
export LEC_CHECK = 1
export CORE_UTILIZATION = 30
</file>
<file path="constraint.sdc">
current_design ps02

set clk_period 2.9
set clk_io_pct 0.2

create_clock -name clk0 -period $clk_period [get_ports {clk}]

set non_clock_inputs [all_inputs -no_clocks]
set_input_delay [expr $clk_period * $clk_io_pct] -clock clk0 $non_clock_inputs
set_output_delay [expr $clk_period * $clk_io_pct] -clock clk0 [all_outputs]
</file>
<file path="design.v">
module alu #( parameter
	data_width = 32
)(
	input                                   clk,
	input               [data_width - 1:0]  A,
	input               [data_width - 1:0]  B,
	input               [3:0]               op,
	output              [data_width - 1:0]  R,
	output                                  flag);
reg [data_width -1 :0]      reg_R  = 'h0;                
always@(posedge clk) begin
    case (op)        
            4'h0: reg_R   <= (A - B);
            4'h1: reg_R   <= (A + B);
            4'h2: reg_R[data_width - 1:0]   <= ~(A & B);
            4'h3: reg_R[data_width - 1:0]   <= (A & B);
            4'h4: reg_R[data_width - 1:0]   <= (A | B);
            4'h5: reg_R[data_width - 1:0]   <= ~(A | B);
            4'h6: reg_R[data_width - 1:0]   <= (A ^ B);
            4'h7: reg_R[data_width - 1:0]   <= ~A;
            4'h8: reg_R[data_width - 1:0]   <= ~B;
            4'h9: reg_R   <= B + 1;
            4'ha: reg_R   <= A + 1;
            4'hb: reg_R   <= A - 1;
            4'hc: reg_R   <= B - 1;
            4'hd: reg_R[data_width - 1:0]   <= A << 1;     
            4'he: reg_R[data_width - 1:0]   <= A >> 1;     
            4'hf: reg_R[data_width - 1:0]   <= 'b0;  
            default: reg_R[data_width - 1:0]   <= 'b0;
    endcase
end
assign R    = reg_R;
assign flag = 1'b0;  
endmodule
module ps02 #( parameter
	data_width = 32
)(
	input                               clk, 
	input                               rst,
	output        [data_width - 1:0]    R,
	output                              flag
);
	wire      [data_width - 1:0]      A;
	wire      [data_width - 1:0]      B;
	wire      [3:0]                   op;
ps02_siggen #(
        .data_width(data_width)
    ) name_of_unit (
        .clk(clk),
        .rst(rst),
        .A(A),
        .B(B),
        .op(op)
);
alu #(
        .data_width(data_width)
    ) name_of_alu_unit (
        .clk(clk),
        .A(A),
        .B(B),
        .op(op),
        .R(R),
        .flag(flag)
);
endmodule
module ps02_siggen #( parameter
	data_width = 32
)(
	input                       clk,
	input                       rst,
	output [data_width - 1:0]   A,
	output [data_width - 1:0]   B,
	output  [3:0]               op);
	reg [3:0]  op_cnt = 'h0;
    reg [data_width - 1:0]   reg_A = 'h0;
    reg [data_width - 1:0]   reg_B = 'h0;
always@* begin
    case(op_cnt)
        4'h0: reg_A <= -'d15;  
		4'h1: reg_A <= -'d14;  
		4'h2: reg_A <= 'h0000DEAD;  
		4'h3: reg_A <= 'h0000BEEF;  
		4'h4: reg_A <= 'h0000ABCD;  
		4'h5: reg_A <= 'h0000EFAD;  
		4'h6: reg_A <= 'h00001279;  
		4'h7: reg_A <= 'h00000310;  
		4'h8: reg_A <= 'h00003010;  
		4'h9: reg_A <= -'d1; 
		4'hA: reg_A <= 'd0; 
		4'hb: reg_A <= 'd0; 
		4'hc: reg_A <= 'd0; 
		4'hd: reg_A <= 'h00000F0F; 
		4'he: reg_A <= 'h00000000; 
		4'hf: reg_A <= 'h00001234; 
    endcase
    case(op_cnt)
        4'h0: reg_B <= 'd37;  
		4'h1: reg_B <= -'d999;  
		4'h2: reg_B <= 'h00001221;  
		4'h3: reg_B <= 'h00000FF0;  
		4'h4: reg_B <= 'h0000F00F;  
		4'h5: reg_B <= 'h00008754;  
		4'h6: reg_B <= 'h0000ADBF;  
		4'h7: reg_B <= 'h0000FECD;  
		4'h8: reg_B <= 'h0000CCDC;  
		4'h9: reg_B <= 'd0; 
		4'ha: reg_B <= -'d1; 
		4'hb: reg_B <= 'd0; 
		4'hc: reg_B <= 'd0; 
		4'hd: reg_B <= 'h0000F0F0; 
		4'he: reg_B <= 'h0000ABAB; 
		4'hf: reg_B <= 'h00004321;  
    endcase
end
assign	A = reg_A;
assign	B = reg_B;
assign  op = op_cnt;
always@(posedge clk)
	begin
			if (rst == 1)  
				op_cnt <= 'b0;  
			else
				op_cnt <= op_cnt + 1;
	end 
endmodule
</file>
<file path="run.sh">
#!/bin/bash
# OpenROAD 26Q1-2900-gdf79404cd8, Yosys 0.63+post, stock flow scripts
make -C /OpenROAD-flow-scripts/flow DESIGN_CONFIG=/design/flow/config.mk WORK_HOME=/design/flow/orfs finish
</file>
==> impl_metrics.yaml <==
# yosys + openroad results
outcome:
  status: "finished, violations left"
  violations: "negative setup slack"
synthesis:
  syn_area_per_cell_um2: 6.91
  top_area_frac: 0.190
  synthArstFlopShare: 0
  synth.cell_area_um2: 6330
  synthesis.instances: 916
  ys_warn_count: 2
  yosysTopAreaCell: "ha_1"
  yosys_area_um2: 6330
  numSynthFlops: 36
  edf_count: 0
  ys_top_cells_by_area: "ha_1, dfxtp_1, a21oi_1"
  synth.distinct_cells: 72
  ff_type: "dfxtp_1"
  ys_cells: 916
  ys_seq_share: 0.114
finish:
  stdcell_count: 1541
  drive_gt1_frac: 0.415
  fin_util: 0.522
  lay_top_count: "buf_4"
  most-common-layout-cells: "buf_4, nand2_1, a21oi_1, ha_1, nor2_1"
  fillers: 1846
  syn2layout_area_growth_pct: 69.1
clock_tree:
  postCtsHoldBufs: 0
  clock_latency_ns: 0.31
  cts_tree: "done"
  cts_num_sinks: 36
  h-tree-depth: 2
  root_buffer: "clkbuf_16"
  path_clk_slew_ns: 0.07
  cts_buffers: 5
  clk_path_buf_depth: 2
floorplan:
  fp_util: 0.309
  fp.dieH_um: 147
  row_count: 52
  core_area_um2: 20500
  die_w_um: 147
  die_area_um2: 21700
  ios: 35
routing:
  first_pass_iters: 5
  n_antenna_cell: 0
  drc_errors: 0
  wl_um: 26100
  drt-vias-per-instance: 5.28
  num_vias: 8137
  antenna_left: 0
  drt_iter0_drc: 646
  wire_per_inst_um: 16.9
critical_path:
  worstPathArrival_ns: 3.94
  worstPathRequired_ns: 3.14
  worstPathMaxFanout: 6
  startpoint_type: "flip-flop"
  reg2reg_depth: 20
  path_class: "reg -> reg"
  r2r-start: "name_of_unit.op_cnt[1]$_SDFF_PP0_"
  rrSetupSlack_ns: -0.80
  critPathCaptureType: "flip-flop"
  reg2reg_to: "name_of_alu_unit.reg_R[24]$_DFF_P_"
placement:
  io_buffers: 33
  dp_cells: 1501
  gp_congestion: 0.979
  dp_hpwl_um: 20200
  dpl_worst_slack_ns: -0.855
timing:
  setup-tns-final_ns: -15.99
  rsz0062_at_grt: "yes"
  setup_viol: 27
  fin_crit_ns: 3.70
  maxSlewHeadroom: 0.417
  drv_slew: 0
  tightest_slew_ns: 0.874
  final-hold-violation-count: 0
  timing.fmax_mhz: 271
  fin_skew_ns: 0.0131
  finalCritPeriodShare: 1.27
  finalWorstSetupSlack_ns: -0.796
min_path:
  whs_endpoint: "name_of_unit.op_cnt[0]$_SDFF_PP0_"
  min_path_type: "reg -> reg"
  hold_path_startpoint: "name_of_unit.op_cnt[0]$_SDFF_PP0_"
  holdPathStages: 1
global_routing:
  grt_pass1_wl_um: 40500
  grt_usage: 0.241
  grt-ovfl-total: 0
  grt_pass1_vias: 7461
  antenna_found_initial: 1
  grt_max_degree: 29
power_and_ir_drop:
  vdd_ir_drop_max_mv: 0.241
  power_leakage_nw: 4.77
  powerDensity_nw_per_um2: 511
  total_power_w: 0.00548
flow_run:
  max_cap_violations: 0
  tool_warnings: 55
state kept, by name (all words and copies together) (netlist names):
name and count:
name_of_unit.op_cnt 4, name_of_alu_unit.reg_R 32
cells in the mapped netlist, drive strengths merged (3+ instances only):
library cell / count
or2: 5
a22oi: 5
and3: 9
o211ai: 16
and2: 9
clkbuf: 34
a221oi: 3
o31ai: 6
nand2: 99
a21o: 21
a211oi: 9
o311a: 4
a21oi: 110
a21boi: 10
nand2b: 14
o2111ai: 9
nor4: 3
xor2: 8
nor3: 21
mux2i: 7
o21bai: 5
o22ai: 7
or3: 12
a221o: 3
o221ai: 5
a2111oi: 5
o21ai: 68
a31oi: 12
buf: 14
nor3b: 4
nor2b: 12
o21a: 15
nor2: 69
nand4: 10
dfxtp: 36
or4: 4
inv: 55
nand3: 33
ha: 96
a311oi: 4
a32oi: 3
xnor2: 21
per-stage QoR:
step	hold WS, ns	area, um2
after floorplan	0.639	6520
after detailed placement	0.489	9470
after CTS	0.493	10200
after global placement	0.479	9470
final	0.513	10700
after global routing	0.535	10700
power by group:
| group | internal, W | total (W) | switching [W] |
|---|---|---|---|
| clock | 0.000372 | 0.000643 | 0.000271 |
| sequential | 0.000693 | 0.000749 | 0.0000566 |
| combinational | 0.00222 | 0.00408 | 0.00186 |
| total | 0.00329 | 0.00548 | 0.00219 |
kinds of logic (layout without fill, tap and decap cells):
logic type,count (synthesis),in the layout,synth area share
compound gates,330,330,0.336
simple gates,308,308,0.233
buf+inv,105,460,0.0658
fa+ha+maj,98,98,0.196
flops,36,36,0.114
xor+xnor,29,29,0.0401
mux,9,9,0.0146
other cells,1,1,0.000592
routing by layer:
metal | track usage | part of all wire
met1 | 0.384 | 0.49
met2 | 0.350 | 0.42
met3 | 0.0276 | 0.071
met4 | 0.0397 | 0.018
met5 | 0 | 0
worst max path at each step:
stage	start	cells past startpoint	endpoint	slack [ns]
CTS	name_of_unit.op_cnt[1]$_SDFF_PP0_	19	name_of_alu_unit.reg_R[25]$_DFF_P_	-0.70
global route	name_of_unit.op_cnt[1]$_SDFF_PP0_	20	name_of_alu_unit.reg_R[24]$_DFF_P_	-0.92
finish	name_of_unit.op_cnt[1]$_SDFF_PP0_	20	name_of_alu_unit.reg_R[24]$_DFF_P_	-0.80
critical path: stages (launching register included):
cell and delay [ns]:
dfxtp_4 0.38, inv_4 0.04, ha_4 0.17, or2_4 0.24
o21ai_4 0.08, a21oi_4 0.08, ha_4 0.17, buf_4 0.13
buf_6 0.10, xor2_1 0.14, a21oi_1 0.09, ha_1 0.31
nor2b_4 0.14, o21a_1 0.14, o211ai_1 0.11, buf_4 0.16
a21o_4 0.22, a21o_1 0.18, a31o_4 0.26, or4_4 0.42
nand3_2 0.08
cell type report:
type,count,area (um2),area share
clock inverters,1,5.00,0.000468
repair buffers,395,3180,0.297
flip-flops and latches,36,733,0.0685
inverters,57,228,0.0213
well taps,270,338,0.0316
clock buffers,7,154,0.0144
multi-input cells,775,6060,0.566
repair_timing:
item,in CTS,in global routing
pin swaps,57,68
gates resized,107,74
cloned,0,1
setup endpoints to repair,27,28
buffers inserted,14,22
Power is estimated from default activity; no workload was simulated.
